[design/flow/config.mk]
export PLATFORM = sky130hd
export DESIGN_NAME = fifo_long
export DESIGN_NICKNAME = fifo_long
export VERILOG_FILES = /design/flow/design.v
export SDC_FILE = /design/flow/constraint.sdc
export NUM_CORES = 4
export LEC_CHECK = 1
export CORE_UTILIZATION = 50
export SYNTH_MEMORY_MAX_BITS = 65536
[design/flow/constraint.sdc]
current_design fifo_long

set clk_period 1225.4
set clk_io_pct 0.2

create_clock -name clk0 -period $clk_period [get_ports {clk}]

set non_clock_inputs [all_inputs -no_clocks]
set_input_delay [expr $clk_period * $clk_io_pct] -clock clk0 $non_clock_inputs
set_output_delay [expr $clk_period * $clk_io_pct] -clock clk0 [all_outputs]
[design/flow/design.v]
`timescale 1ns / 1ps
module fifo_long #
(
    parameter WIDTH=32, SIZE=9
)
(
    input wire  clk,
    input wire  reset,
    input wire  clear,
    input wire  [WIDTH-1:0] datain,
    input wire  src_rdy_i,
    output wire dst_rdy_o,
    output wire [WIDTH-1:0] dataout,
    output wire src_rdy_o,
    input wire  dst_rdy_i,
    output reg [15:0] space,
    output reg [15:0] occupied
);
wire write;
wire read;
wire full, empty;
assign write = src_rdy_i & dst_rdy_o;
assign read = dst_rdy_i & src_rdy_o;
assign dst_rdy_o  = ~full;
assign src_rdy_o  = ~empty;
localparam EMPTY = 0;
localparam PRE_READ = 1;
localparam READING = 2;
reg [SIZE-1:0] wr_addr, rd_addr;
wire [SIZE-1:0] dont_write_past_me;
wire becoming_full;
reg [1:0]      read_state;
reg empty_reg, full_reg;
ram_2port #(.DWIDTH(WIDTH),.AWIDTH(SIZE)) ram (
    .clka(clk),
    .ena(1'b1),
    .wea(write),
    .addra(wr_addr),
    .dia(datain),
    .doa(),
    .clkb(clk),
    .enb((read_state==PRE_READ)|read),
    .web(0),
    .addrb(rd_addr),
    .dib({WIDTH{1'b1}}),
    .dob(dataout)
);
always @(posedge clk)
begin
    if(reset)
        wr_addr <= 0;
    else if(clear)
        wr_addr <= 0;
    else if(write)
        wr_addr <= wr_addr + 1;
end
always @(posedge clk)
begin
    if(reset)
        begin
            read_state <= EMPTY;
            rd_addr <= 0;
            empty_reg <= 1;
        end
    else if(clear)
        begin
            read_state <= EMPTY;
            rd_addr <= 0;
            empty_reg <= 1;
        end
    else
        begin
            case(read_state)
                EMPTY : begin
                            if(write)
                                read_state <= PRE_READ;
                        end
                PRE_READ: begin
                            read_state <= READING;
                            empty_reg <= 0;
                            rd_addr <= rd_addr + 1;
                          end
                READING : begin
                            if(read)
                                begin
                                    if(rd_addr == wr_addr)
                                        begin
                                            empty_reg <= 1;
                                            if(write)
                                              read_state <= PRE_READ;
                                            else
                                              read_state <= EMPTY;
                                        end
                                    else
                                        rd_addr <= rd_addr + 1;
                                end
                          end
            endcase
        end
end
assign dont_write_past_me = rd_addr - 3;
assign becoming_full = wr_addr == dont_write_past_me;
always @(posedge clk)
begin
    if(reset)
        full_reg <= 0;
    else if(clear)
        full_reg <= 0;
    else if(read & ~write)
        full_reg <= 0;
    else if(write & ~read & becoming_full)
        full_reg <= 1;
end
assign empty = empty_reg;
assign full = full_reg;
localparam NUMLINES = (1<<SIZE)-2;
always @(posedge clk)
begin
    if(reset)
        space <= NUMLINES;
    else if(clear)
        space <= NUMLINES;
    else if(read & ~write)
        space <= space + 1;
    else if(write & ~read)
        space <= space - 1;
end
always @(posedge clk)
begin
    if(reset)
        occupied <= 0;
    else if(clear)
        occupied <= 0;
    else if(read & ~write)
        occupied <= occupied - 1;
    else if(write & ~read)
        occupied <= occupied + 1;
end
endmodule
`timescale 1ns / 1ps
module ram_2port #
(
    parameter DWIDTH=32,
    parameter AWIDTH=9
)
(
    input wire clka,
    input wire ena,
    input wire wea,
    input wire [AWIDTH-1:0] addra,
    input wire [DWIDTH-1:0] dia,
    output reg [DWIDTH-1:0] doa,
    input wire clkb,
    input wire enb,
    input wire web,
    input wire [AWIDTH-1:0] addrb,
    input wire [DWIDTH-1:0] dib,
    output reg [DWIDTH-1:0] dob
);
reg [DWIDTH-1:0] ram [(1<<AWIDTH)-1:0];
always @(posedge clka)
begin
    if (ena)
        begin
            if (wea)
                begin
                    ram[addra] <= dia;
                end
            doa <= ram[addra];
        end
end
always @(posedge clkb)
begin
    if (enb)
        begin
            if (web)
                begin
                    ram[addrb] <= dib;
                end
            dob <= ram[addrb];
        end
end
endmodule  
[design/flow/run.sh]
#!/bin/bash
# OpenROAD 26Q1-2900-gdf79404cd8, Yosys 0.63+post, stock flow scripts
make -C /OpenROAD-flow-scripts/flow DESIGN_CONFIG=/design/flow/config.mk WORK_HOME=/design/flow/orfs finish
==> flow_metrics.env <==
# implementation run metrics
export IMPL_via_count=297000
export IMPL_cp_start_kind="primary input"
export IMPL_cp_endpoint="space[15]"
export IMPL_grt_overflow_total=0
export IMPL_cap_violations=1
export IMPL_clockBufferDepth=6
export IMPL_fin_ws_ns=976.94
export IMPL_tns_ns=0
export IMPL_first_pass_iters=9
export IMPL_area_delta_synth_final_pct=13.8
export IMPL_r2r_start="rd_addr[0]"
export IMPL_pre_cts_ws_ns=975.62
export IMPL_p_leak_nw=215
export IMPL_max_stage_delay_ns=0.47
export IMPL_grtUsageTotal_pct=35.2
export IMPL_globalplace_congestion=0.974
export IMPL_crit_top_cell="buf_4"
export IMPL_timing_final_crit_share_pct=20.3
export IMPL_die_y_mm=1.12
export IMPL_top_regs="ram.ram: 16384 flops, ram.dob: 32 flops"
export IMPL_cpMaxStageDelayCell="clkdlybuf4s50_1"
export IMPL_setup_violations=0
export IMPL_top_area_cell="edfxtp_1"
export IMPL_clk_pin_slew_ns=0.05
export IMPL_netlist_area_um2=631000
export IMPL_hold_violations=0
export IMPL_dp_cells=43300
export IMPL_route_detailed_drc=0
export IMPL_htreeDepth=7
export IMPL_largest_register="ram.ram"
export IMPL_post_cts_setup_buffers=0
export IMPL_period_needed_ns=248.46
export IMPL_port_buffers=102
export IMPL_ir_drop_mv=0.00125
export IMPL_postRouteAntennaNets=0
export IMPL_synthCells=26300
export IMPL_core_area_um2=1260000
export IMPL_critPathLaunch="dst_rdy_i"
export IMPL_drive_above_1_share_pct=32.5
export IMPL_ys_flop_type="edfxtp_1"
export IMPL_critPathArrivalTime_ns=249.68
export IMPL_violations="max-capacitance violations, max-slew violations"
export IMPL_drt_initial_drc_count=22500
export IMPL_hold_slack_ns=0.475
export IMPL_grt_pass1_wl_mm=2660
export IMPL_rsz0062_at_grt="false"
export IMPL_cp_required_ns=1226.62
export IMPL_yosysTopAreaCellShare_pct=78.2
export IMPL_skew_ns=0.143
export IMPL_warnings=37
export IMPL_async_flop_share_pct=0
export IMPL_rows=412
export IMPL_cts_tree="built"
export IMPL_wl_per_cell_um=41.6
export IMPL_largest_reg_flops=16400
export IMPL_hold_class="flip-flop to flip-flop"
export IMPL_antenna_found_initial=217
export IMPL_reg2reg_depth=15
export IMPL_cts_sinks=16500
export IMPL_ys_types=81
export IMPL_worst_pin_slew_ns=1.55
export IMPL_first_global_vias=326000
export IMPL_crit_type="primary input to flip-flop"
export IMPL_postCtsHoldBufs=0
export IMPL_fp_util_pct=50.1
export IMPL_die_area_um2=1270000
export IMPL_critical_path_top_delay_family="buffers and inverters"
export IMPL_status="finished with violations"
export IMPL_synth_edff_count=16400
export IMPL_ys_cells=26300
export IMPL_path_cells="clkdlybuf4s50_1, nor2b_1, buf_4, ha_2, buf_4, clkinv_1, buf_4, ha_1, nor3b_1, a31oi_1, o21ai_0, a41oi_1, o211ai_1, a41oi_1, mux2i_1, a211o_1, nand2_1"
export IMPL_viasPerCell=6.36
export IMPL_hpwlAfterDp_mm=1240
export IMPL_cp_depth=17
export IMPL_crit_fanout=49
export IMPL_numCtsBuffers=1708
export IMPL_final_max_slew_viol_count=6
export IMPL_relSlewSlack_pct=-3.52
export IMPL_die_x_mm=1.12
export IMPL_cts_repair_resized=0
export IMPL_fmax_mhz=4.02
export IMPL_postSynthAreaPerCell_um2=24.0
export IMPL_grt_start_max_net_pins=104
export IMPL_ys_seq_share_pct=78.4
export IMPL_ys_warn_count=3
export IMPL_power_density_nw_per_um2=1.60
export IMPL_path_buffers=5
export IMPL_pin_count=103
export IMPL_r2r_slack_ns=1215.49
export IMPL_clock_latency_ns=1.38
export IMPL_cts_root_buffer="clkbuf_16"
export IMPL_layout_cells_non_filler=46700
export IMPL_yosys_area_um2=631000
export IMPL_drt_total_wl_mm=1940
export IMPL_topCellsByArea="edfxtp_1 78%, mux4_2 17%, mux2i_1 0.68%"
export IMPL_r2r_end="ram.dob[5]"
export IMPL_endpoint_kind="flip-flop"
export IMPL_numSynthFlops=16500
==> cells by family after synthesis <==
kind of cell,after synthesis,share of synthesized area (%)
DFF,16500,78.4
xor gates and xnor gates,54,0.0750
AOI/OAI and AO/OA,1398,1.45
adders and majority gates,22,0.0437
and+or+nand+nor,1468,0.997
buffers and inverters,1506,1.24
muxes,5341,17.8
==> worst min path at each step <==
stage | from | endpoint | slack, ns | depth (start not counted)
global route | space[15] | space[15] | 0.51 | 2
CTS | space[15] | space[15] | 0.48 | 2
finish | space[15] | space[15] | 0.47 | 2
==> cells in the mapped netlist, types with 21 or more instances <==
cell type / count
clkbuf_1: 464
a22oi_1: 290
nand3_1: 127
dfxtp_1: 55
nor3_1: 52
a311oi_1: 28
a211oi_1: 51
a21oi_1: 318
a221oi_1: 40
buf_6: 77
xnor2_1: 37
nor2b_1: 40
mux2_2: 218
buf_2: 564
mux2i_1: 429
buf_1: 148
mux4_2: 4694
o211ai_1: 21
edfxtp_1: 16400
a31oi_1: 51
o22ai_1: 97
nor2_1: 724
buf_4: 230
ha_1: 22
nand2_1: 363
nand4_1: 54
o21ai_0: 280
a22o_1: 21
==> layout make-up <==
| type | instances | area [um^2] |
|---|---|---|
| Fill cell | 88200 | 541000 |
| Sequential cell | 16500 | 494000 |
| Multi-Input combinational cell | 8283 | 133000 |
| Clock buffer | 2043 | 44600 |
| Tap cell | 16800 | 21000 |
| Timing Repair Buffer | 1759 | 14200 |
| Clock inverter | 967 | 8900 |
| Antenna cell | 402 | 1010 |
| Inverter | 23 | 124 |
==> worst register-to-register path, cell delays in order, from the launching register on <==
cell     delay, ns
dfxtp_4       0.91
buf_4         0.69
buf_4         0.73
buf_4         0.75
buf_4         0.68
buf_4         0.51
buf_4         0.45
buf_4         0.66
buf_4         0.60
mux4_2        0.60
mux4_2        0.67
mux4_2        0.67
o22ai_1       0.67
a21oi_1       0.44
and3_1        0.38
buf_4         0.23
==> cells in the final DEF (no fill, tap or decap), types with 36 or more instances in the layout <==
cell type / count
a211oi_1: 46
a21oi_1: 315
a22oi_1: 290
a31oi_1: 50
buf_12: 45
buf_4: 1611
bufinv_16: 165
clkbuf_1: 305
clkbuf_16: 1732
clkdlybuf4s50_1: 70
clkinv_1: 409
clkinv_2: 289
clkinvlp_4: 56
dfxtp_1: 46
diode_2: 402
edfxtp_1: 16400
mux2_2: 218
mux2i_1: 427
mux4_2: 4694
nand2_1: 309
nand3_1: 126
nand4_1: 54
nor2_1: 185
nor2_4: 536
nor3_1: 36
o21ai_0: 276
o22ai_1: 95
xnor2_1: 37
==> power by group <==
group	internal [mW]	leakage, nW	total [mW]	switching [mW]
combinational	0.00531	41.4	0.0228	0.0175
clock	0.292	26.1	0.502	0.210
sequential	0.620	148	0.620	0.000105
==> metrics by stage <==
step	instance area, um^2	utilization, %	total power, mW
floorplan	631000	-	0.638
global placement	663000	52.7	0.654
detailed placement	663000	52.7	0.655
CTS	716000	56.9	1.15
global route	717000	57.0	1.17
finish	717000	57.0	1.14
==> routing by layer <==
metal | track usage (%) | routed length (um)
met3 | 34.4 | 450000
met2 | 45.8 | 860000
met5 | 8.37 | 10200
met1 | 39.4 | 514000
met4 | 14.2 | 108000
Power figures rest on the tool's default switching activity, not on a simulated workload.
